**flow/run.sh**
```bash
#!/bin/bash
# OpenROAD 26Q1-2900-gdf79404cd8, Yosys 0.63+post, stock flow scripts
make -C /OpenROAD-flow-scripts/flow DESIGN_CONFIG=/design/flow/config.mk WORK_HOME=/design/flow/orfs finish
```
**flow/design.v**
```verilog
module OneBitReg(
    input DataIn,     
    input clk,        
    input rst,        
    input Select,     
    output reg Q      
);
wire D;
always @(posedge clk or negedge rst) begin
    if (!rst) begin
        Q <= 1'b0;
    end else begin
        Q <= D;
    end
end
assign D = (Select) ? DataIn : Q;
endmodule
`timescale 1ns / 1ps
module OneReg(
    input clk,            
    input rst,            
    input Select,         
    input [31:0] in,      
    output [31:0] Q       
);
genvar i;
generate
    for (i = 0; i <= 31; i = i + 1) begin
        OneBitReg mod1 (
            .DataIn(in[i]),   
            .clk(clk),        
            .rst(rst),        
            .Select(Select),  
            .Q(Q[i])          
        );
    end
endgenerate
endmodule
`timescale 1ns / 1ps  
module RegisterFile #(parameter N = 32)( 
    input clk,               
    input rst,               
    input WR,                
    input [4:0] RReg1,      
    input [4:0] RReg2,      
    input [4:0] WReg,       
    input [N-1:0] WDATA,    
    output [N-1:0] RD1,     
    output [N-1:0] RD2      
);
reg [0:N-1] S;
wire [N-1:0] Q [0:N-1];
genvar i;  
generate
    for (i = 0; i <= N-1; i = i + 1) begin
        OneReg mod1 (
            .clk(clk),         
            .rst(rst),         
            .Select(S[i]),     
            .in(WDATA),        
            .Q(Q[i])           
        );
    end
endgenerate
assign RD1 = Q[RReg1];  
assign RD2 = Q[RReg2];  
always @(*) begin
    if (WR) 
        S[WReg] = 1;
    else
        S = 0;
end
endmodule
```
**flow/constraint.sdc**
```tcl
current_design RegisterFile

set clk_period 6.2
set clk_io_pct 0.2

create_clock -name clk0 -period $clk_period [get_ports {clk}]

set non_clock_inputs [all_inputs -no_clocks]
set_input_delay [expr $clk_period * $clk_io_pct] -clock clk0 $non_clock_inputs
set_output_delay [expr $clk_period * $clk_io_pct] -clock clk0 [all_outputs]
```
**flow/config.mk**
```make
export PLATFORM = sky130hd
export DESIGN_NAME = RegisterFile
export DESIGN_NICKNAME = RegisterFile
export VERILOG_FILES = /design/flow/design.v
export SDC_FILE = /design/flow/constraint.sdc
export NUM_CORES = 4
export LEC_CHECK = 1
export CORE_UTILIZATION = 30
```
==> changes_impl.md <==
### Implementation results

* Max frequency at between 150 and 200 MHz
* Setup violators final at 0
* Worst r2r src: genblk1[28].mod1.genblk1[9].mod1.Q
* Maximum VDD drop at 268.1 uV
* Setup TNS at 0 ns
* Hold slack at 0.4421 ns
* Vias in the first global route at between 40000 and 50000
* FF-to-FF setup slack at 5.25 ns
* Main synth FF type: dfrtp_1
* Root buf cell: clkbuf_16
* Reg2reg end: genblk1[28].mod1.genblk1[9].mod1.Q
* Die Area at 177300 sq um
* Final Hold Fails at 0
* Synth Warn # at 2
* Chip area line of the yosys report at 52680 sq um
* Top sig layer: met5
* Fraction of layout cells with a size suffix above 1 at 0.3666
* Post-synth area hogs: dfrtp_1 49%, mux2_2 22%, a22oi_1 9.7%
* Antenna violations before repair at 32
* Pleak at 25.04 nW
* Post-DRT Antenna Nets at 0
* Routed length on met3 at between 40 and 50 mm
* CTS tree: done
* DIE WIDTH at 421.1 um
* Asr flop ratio synth at 0.9697
* Final worst-path cycle share at 0.9646
* DR WL/cell at 43.22 um
* Post-synthesis register bit count at 1056
* Post-route minimum period at 5.980 ns
* Crit path launch type: primary input
* Area share, top type at 0.4864
* Longest Clk Path Bufs at 3
* Drt drc at 0
* Critical Path AT at 4.74 ns
* Worst Reg-to-Reg Cells at 1
* Largest area contributor in the netlist: dfrtp_1
* Worst-Margin Slew at 1.190 ns
* Port bufs at 113
* Via-to-Cell Ratio at 6.609
* Combinational gate area at between 20000 and 25000 sq um
* DRT Wirelength at ~310 mm
* Max Slew Vio Count at 0
* CTS H-tree lvls at 3
* # Cells Yosys at 4526
* RePlAce Congestion at 1.091
* Placed insts at just under 7000
* Largest net degree at the start of global routing at 116
* Post-Layout Cell Count at 7127
* Hpwl dp at 199.2 mm
* Synthesis-to-layout area growth at 19.13%
* Met1 Wirelength at ~110 mm
* Mapped Area at 52680 sq um
* Cell variety after synth at between 80 and 90
* Outcome: completed
* Pwr per Cell Area at 275.9 nW/um^2
* Tool warnings at 34
* Post-synthesis cell count at 4526
* Endpoints left unconstrained at 32
* Slew HR at 0.2037
* Worst EP required at around 5.0 ns
* Hold_buf cts at 0
* Total CTS buffers at 115
* Synth top cell by count: mux2_2
* Worst-path clk slew at 0.06 ns
* Layout Skew at 0 ns
* GRT Total Usage at 0.3534
* Worst Hold Class: primary input to async pin
* Via count at roughly 47000
* Fillers at roughly 17000
* Floorplan utilization at 0.3024
* Crit end category: output port
* Metal2 WL at 126.3 mm
* Post-synth EDFFs at 0
* First-pass GRT wire length at 413.8 mm
* Late-Pin Clk Latency at about 0.8 ns
* Io pins at about 110
* CP Class: primary input to output port
* CP max FO at 24
* MaxCap Viol Count at 0
* Die H at 421.1 um
* RSZ-0062 raised after global routing: false
* Synth cell count leaders: 1041 x mux2_2, 1024 x dfrtp_1, 681 x a22oi_1
* Row Count at approximately 150
* FF/Latch Area at around 26000 sq um
* Grt total ovfl at 0
* Final core utilization at 0.3603
* First drt pass iteration count at 8
* Core ar. at 174200 sq um
* Initial DRC Count at 6359
* Count of unclocked register or latch pins at 32
* Syn_area_per_cell at 11.64 sq um
## metrics by stage
| step | total power, mW | instance area [sq um] | worst slack (ns) |
|---|---|---|---|
| 4_1_cts | 17.27 | 62680 | 0.01107 |
| 6_report | 17.31 | 62760 | 0.2196 |
| 2_1_floorplan | 8.689 | 52680 | 2.264 |
| 3_5_place_dp | 10.09 | 58770 | 0.02436 |
| 5_1_grt | 17.72 | 62700 | 0.2336 |
| 3_3_place_gp | 10.08 | 58770 | 0.1063 |
## critical path, stage by stage
cell and delay (ns):
buf_4 0.25, buf_4 0.25, nor2_1 0.89, buf_4 0.28
nand2_1 0.41, o2111ai_1 0.45, nor3_1 0.13, a21oi_1 0.26
clkdlybuf4s50_1 0.52
## layout by cell type (no fill, tap or decap), drive strengths merged, types with 32 or more instances in the layout
cell type,n
nor3,80
o21ai,35
mux2,1042
clkbuf,160
clkdlybuf4s50,104
a221oi,42
nor2,208
dfrtp,1024
buf,401
a22oi,681
nor4,35
a21oi,116
mux2i,59
nand4,101
dlxtn,32
nand3,52
a22o,63
nand2,194
## registers in the layout, indices dropped and copies added (netlist names)
name and count:
S 32, genblk1.mod1.genblk1.mod1.Q 1024
## routing by layer
layer / vias up / global-route usage
li1: 17630 / -
met1: 23880 / 0.4310
met2: 4067 / 0.4794
met3: 1492 / 0.1964
met4: 36 / 0.2315
met5: - / 0.01210
## area by class of cell
class,instances,share of cell area
Tap cell,2325,0.04635
Inverter,11,0.0006579
Antenna cell,29,0.001156
Multi-Input combinational cell,2992,0.3970
Sequential cell,1056,0.4166
Clock buffer,159,0.05169
Timing Repair Buffer,506,0.07596
Clock inverter,49,0.01057
## logic make-up after synthesis
kind of cell / synth area share
compound gates: 0.1559
buf+inv: 0.04007
flops: 0.4864
latches: 0.009120
mux: 0.2348
simple gates: 0.07370
## power breakdown
part,internal [mW],switching (mW),leakage [nW]
Clock,4.19,3.04,1.89
Sequential,7.20,0.565,12.2
Combinational,0.962,1.35,10.9
## worst max-delay path by stage
stage                 slack, ns     start       to
after CTS                  0.01  RReg2[4]   RD2[1]
after global routing       0.23  RReg1[0]  RD1[29]
final                      0.22  RReg1[3]  RD1[11]
## repair_timing
action	in CTS	in global routing
buffers inserted	0	0
gates resized	0	1
setup endpoints to repair	0	1
Power is estimated from default activity; no workload was simulated.
