[design/flow/run.sh]
#!/bin/bash
# OpenROAD 26Q1-2900-gdf79404cd8, Yosys 0.63+post, stock flow scripts
make -C /OpenROAD-flow-scripts/flow DESIGN_CONFIG=/design/flow/config.mk WORK_HOME=/design/flow/orfs finish
[design/flow/config.mk]
export PLATFORM = sky130hd
export DESIGN_NAME = Alu
export DESIGN_NICKNAME = Alu
export VERILOG_FILES = /design/flow/design.v
export SDC_FILE = /design/flow/constraint.sdc
export NUM_CORES = 4
export LEC_CHECK = 1
export CORE_UTILIZATION = 30
[design/flow/constraint.sdc]
current_design Alu

set clk_period 13.3
set clk_io_pct 0.2

create_clock -name clk0 -period $clk_period

set non_clock_inputs [all_inputs -no_clocks]
set_input_delay [expr $clk_period * $clk_io_pct] -clock clk0 $non_clock_inputs
set_output_delay [expr $clk_period * $clk_io_pct] -clock clk0 [all_outputs]
[design/flow/design.v]
`timescale 1ns / 1ps
module Alu(
    input [31:0] in1,        
    input [31:0] in2,        
    input [3:0] aluSel,      
    input [2:0] func3,       
    output reg zero,         
    output reg [31:0] result  
);
wire c1, c2;                 
wire [31:0] sum, subt;       
AluAdder plus(in1, in2, c1, sum);        
AluAdder sub(in1, ~in2 + 1, c1, subt);   
always @(*) begin
    case (aluSel)
        4'b0000: begin 
            result = sum;     
            zero = 0;
        end
        4'b0001: begin 
            result = subt;    
            zero = 0;
        end
        4'b0101: begin 
            result = in1 & in2;   
            zero = 0;
        end
        4'b0100: begin 
            result = in1 | in2;   
            zero = 0;
        end
        4'b0111: begin 
            result = in1 ^ in2;   
            zero = 0;
        end
        4'b1000: begin 
            result = in1 >> in2;  
            zero = 0;
        end
        4'b1010: begin 
            result = in1 >>> in2;  
            zero = 0;
        end
        4'b1001: begin 
            result = in1 << in2;   
            zero = 0;
        end
        4'b1101: begin 
            result = (in1 < in2) ? 1 : 0;  
            zero = 0;
        end
        4'b1111: begin 
            result = ($unsigned(in1) < $unsigned(in2)) ? 1 : 0;  
            zero = 0;
        end
        4'b0110: begin 
            result = in2;    
            zero = 0;
        end
        4'b0010: begin
            case(func3)
                3'b000: begin  
                    zero = (subt == 0) ? 1 : 0;  
                    result = 0;
                end
                3'b001: begin  
                    zero = (subt != 0) ? 1 : 0;  
                    result = 0;
                end
                3'b100: begin  
                    zero = (in1 < in2) ? 1 : 0;
                    result = 0;
                end
                3'b101: begin  
                    zero = (in1 >= in2) ? 1 : 0;
                    result = 0;
                end
                3'b110: begin  
                    zero = ($unsigned(in1) < $unsigned(in2)) ? 1 : 0;
                    result = 0;
                end
                3'b111: begin  
                    zero = ($unsigned(in1) >= $unsigned(in2)) ? 1 : 0;
                    result = 0;
                end
                default: begin
                    zero = 0;
                    result = 0;
                end
            endcase
        end
        4'b0011: begin 
            result = in2;  
            zero = 0;
        end
        4'b1011: begin 
            result = sum;  
            zero = 0;
        end
        default: begin 
            result = 0;   
            zero = 0;
        end
    endcase
end
endmodule
module AluAdder(
    input [31:0] in1,        
    input [31:0] in2,        
    output cout,             
    output [31:0] out        
);
assign {cout, out} = in1 + in2;
endmodule
==> run_results.csv <==
group,metric,value,unit
outcome,run_status,"finished, final reports clean",
logic_synthesis,synth_stat.cells,1500,
clocking,post_cts_hold_buffer_count,0,
power_and_ir_drop,power.ir.vdd_worst,0.0156,mV
min_path,min_delay_worst_type,"in2out",
power_and_ir_drop,p_leak,0.00449,uW
route,routed_wl,49100,um
critical_path,critPathLaunchType,"input pin",
job,drv_cap,0,
clocking,buffers_inserted_by_post_cts_timing_repair,0,
placement,place_inst,1970,
layout,drive_gt1_share,6.28,%
layout,fill_cell_total_of_the_finished_layout,3567,
logic_synthesis,ys_warn_count,2,
global_routing,grt_usage,29.0,%
route,routed_wire_length_per_instance,24.9,um
route,via_per_inst,6.04,
floorplan,core_region_area,0.0326,mm^2
min_path,min_from,"in2[3]",
critical_path,critPathArrivalTime,8810,ps
timing,setup_ws,1830,ps
layout,multi_input_comb_area,0.00919,mm^2
power_and_ir_drop,power.density,41.9,mW/mm^2
layout,lay_top_count,"sky130_fd_sc_hd__nor2_1",
timing,timing.final.hold_violations,0,
job,count_of_warning_messages_emitted_by_the_tools,100,
timing,max_slew.worst_pin.slew,858,ps
route,vias,11900,
floorplan,design.die.area,0.0339,mm^2
logic_synthesis,sequential_cell_area_fraction_in_the_yosys_report,0,%
global_routing,total_grt_overflow,0,
floorplan,die_extent_in_x,184,um
critical_path,crit_type,"in2out",
floorplan,core_util_floorplan,30.5,%
layout,fin_cells,1970,
floorplan,rows,66,
timing,setup_viol,0,
floorplan,pin_count,104,
logic_synthesis,post_synth_instance_area,0.00995,mm^2
placement,buffers_added_on_ports,104,
route,dr.pass1.iters,5,
layout,sequential_cell_total,0,
timing,setup_repair_after_global_routing_missed_its_margin,"no",
critical_path,required_time_of_the_critical_path,10640,ps
layout,finish.utilization,34.6,%
critical_path,timing.critical_path.from,"in2[5]",
route,initialDrtViolationCount,1221,
logic_synthesis,synth.avg_cell_area,6.63,um^2
timing,timing_max_transition_violations_final,0,
logic_synthesis,synthesis.instances,1500,
global_routing,grt_antenna_before_repair,2,
critical_path,critPathMaxFanout,11,
placement,preCtsSetupSlack,1850,ps
timing,timing.slew.headroom,42.6,%
layout,area.growth.synth_to_final,13.5,%
timing,tns,0,ps
placement,dp_hpwl,39500,um
placement,gpl.final_weighted_congestion,1.03,
timing,fin_crit_sh,86.3,%
route,ant_nets,0,
route,num_antenna_cells,0,
floorplan,floorplan.die.height,184,um
timing,period_needed,11470,ps
global_routing,grt_pass1_vias,11000,
layout,layout.clock_buffers,0,
timing,fmax,0.0872,GHz
critical_path,endpoint_class_of_the_critical_path,"primary output",
clocking,post_cts.resized_instances,0,
layout,layout_top_cells,"172 x sky130_fd_sc_hd__nor2_1, 155 x sky130_fd_sc_hd__a21oi_1, 131 x sky130_fd_sc_hd__ha_1, 122 x sky130_fd_sc_hd__o21ai_0, 121 x sky130_fd_sc_hd__nand2_1",
logic_synthesis,yosys.stat.chipArea,0.00995,mm^2
route,drcViolationCount,0,
global_routing,grt_start_max_net_pins,71,
layout,flop_area,0,um^2
logic_synthesis,synth_cell_type_count,81,
global_routing,wire_length_of_the_first_global_routing_pass,71700,um
logic make-up after synthesis:
family | Yosys count | share of synthesized area (%)
XOR/XNOR | 80 | 7.04
AND-OR/OR-AND | 554 | 36.2
buffers and inverters | 193 | 7.84
adder cells (fa/ha/maj) | 133 | 16.9
multiplexers | 66 | 9.11
AND/OR/NAND/NOR | 474 | 22.9
through the flow:
stage          cell area [um^2]  total power [uW]  hold slack, ps
2_1_floorplan              9950               283            5410
6_report                  11300               473            6260
3_5_place_dp              11300               460            6260
5_1_grt                   11300               510            6300
4_1_cts                   11300               463            6270
3_3_place_gp              11300               464            6260
power by group:
group	switching [uW]	leakage [uW]	internal, uW	total, uW
Sequential	0	0	0	0
Clock	0	0	0	0
Combinational	293	0.00449	180	473
synth_stat cells (6+ instances only):
master                     number  area (um^2)
sky130_fd_sc_hd__a211oi_1      33          248
sky130_fd_sc_hd__a211oi_2       9          113
sky130_fd_sc_hd__a21o_1        32          240
sky130_fd_sc_hd__a21oi_1      155          776
sky130_fd_sc_hd__a221o_1       15          150
sky130_fd_sc_hd__a221oi_1      18          158
sky130_fd_sc_hd__a22oi_1       26          195
sky130_fd_sc_hd__a31oi_1       18          113
sky130_fd_sc_hd__buf_1         19         71.3
sky130_fd_sc_hd__buf_2         14         70.1
sky130_fd_sc_hd__clkbuf_1      61          229
sky130_fd_sc_hd__ha_1         131         1640
sky130_fd_sc_hd__inv_1         92          345
sky130_fd_sc_hd__mux2i_1       41          410
sky130_fd_sc_hd__mux4_2        19          428
sky130_fd_sc_hd__nand2_1      121          454
sky130_fd_sc_hd__nand2b_1      19          119
sky130_fd_sc_hd__nand3_1       26          130
sky130_fd_sc_hd__nand4_1       16          100
sky130_fd_sc_hd__nor2_1       174          653
sky130_fd_sc_hd__nor2b_1        6         37.5
sky130_fd_sc_hd__nor3_1        30          150
sky130_fd_sc_hd__nor4_1        24          150
sky130_fd_sc_hd__o211ai_1      16          120
sky130_fd_sc_hd__o21a_1         6         45.0
sky130_fd_sc_hd__o21ai_0      122          611
sky130_fd_sc_hd__o21ai_1       16         80.1
sky130_fd_sc_hd__o21bai_1      20          150
sky130_fd_sc_hd__o221ai_1       7         61.3
sky130_fd_sc_hd__o22ai_1       14         87.6
sky130_fd_sc_hd__or3_1         11         68.8
sky130_fd_sc_hd__or4_1          7         52.6
sky130_fd_sc_hd__xnor2_1       59          517
sky130_fd_sc_hd__xor2_1        21          184
final cells by class:
class | instances | share of cell area (%)
Multi-Input combinational cell | 1307 | 81.4
Tap cell | 442 | 4.90
Timing Repair Buffer | 127 | 10.6
Inverter | 94 | 3.13
per-layer routing:
metal	part of all wire [%]	up-vias	routed length (um)	GRT usage (%)
met1	46	5660	22600	44.1
met5	0.018	-	9	0
li1	-	5612	-	-
met3	9.1	61	4480	5.25
met4	2.4	2	1200	6.27
met2	42	563	20800	42.3
path summary, 6_finish.rpt:
kind / end / depth (start not counted)
setup / recovery: zero / 21
hold / removal: result[3] / 6
worst max-delay path, stage by stage:
cell	delay (ps)
sky130_fd_sc_hd__clkdlybuf4s50_1	470
sky130_fd_sc_hd__nor4_1	600
sky130_fd_sc_hd__nand2_1	240
sky130_fd_sc_hd__nor2_1	220
sky130_fd_sc_hd__nand2_1	200
sky130_fd_sc_hd__or3_1	430
sky130_fd_sc_hd__nor3_1	260
sky130_fd_sc_hd__nand2_1	120
sky130_fd_sc_hd__nor4_1	440
sky130_fd_sc_hd__nand2_1	140
sky130_fd_sc_hd__xnor2_1	160
sky130_fd_sc_hd__ha_1	470
sky130_fd_sc_hd__nand4_1	170
sky130_fd_sc_hd__or3_1	330
sky130_fd_sc_hd__o21a_1	200
sky130_fd_sc_hd__xnor2_1	190
sky130_fd_sc_hd__nor4b_1	240
sky130_fd_sc_hd__nand4_1	330
sky130_fd_sc_hd__mux2_1	430
sky130_fd_sc_hd__nand2_1	60
sky130_fd_sc_hd__clkdlybuf4s50_1	450
Power figures rest on the tool's default switching activity, not on a simulated workload.
