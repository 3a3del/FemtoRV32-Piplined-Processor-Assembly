File: flow/run.sh
#!/bin/bash
# OpenROAD 26Q1-2900-gdf79404cd8, Yosys 0.63+post, stock flow scripts
make -C /OpenROAD-flow-scripts/flow DESIGN_CONFIG=/design/flow/config.mk WORK_HOME=/design/flow/orfs finish
File: flow/config.mk
export PLATFORM = sky130hd
export DESIGN_NAME = PIPI_REG
export DESIGN_NICKNAME = PIPI_REG
export VERILOG_FILES = /design/flow/design.v
export SDC_FILE = /design/flow/constraint.sdc
export NUM_CORES = 4
export LEC_CHECK = 1
export CORE_UTILIZATION = 50
File: flow/constraint.sdc
current_design PIPI_REG

set clk_period 1.1
set clk_io_pct 0.2

create_clock -name clk0 -period $clk_period [get_ports {clk}]

set non_clock_inputs [all_inputs -no_clocks]
set_input_delay [expr $clk_period * $clk_io_pct] -clock clk0 $non_clock_inputs
set_output_delay [expr $clk_period * $clk_io_pct] -clock clk0 [all_outputs]
File: flow/design.v
module OneBitReg(
    input DataIn,     
    input clk,        
    input rst,        
    input Select,     
    output reg Q      
);
wire D;
always @(posedge clk or negedge rst) begin
    if (!rst) begin
        Q <= 1'b0;
    end else begin
        Q <= D;
    end
end
assign D = (Select) ? DataIn : Q;
endmodule
`timescale 1ns / 1ps
module PIPI_REG #(parameter WIDTH=64)(
    input clk,            
    input rst,            
    input Select,         
    input [WIDTH-1:0] in,      
    output [WIDTH-1:0] Q       
);
genvar i;
generate
    for (i = 0; i < WIDTH; i = i + 1) begin
        OneBitReg mod1 (
            .DataIn(in[i]),   
            .clk(clk),        
            .rst(rst),        
            .Select(Select),  
            .Q(Q[i])          
        );
    end
endgenerate
endmodule
==> deck_impl_summary.md <==
Implementation Results

Synthesis
  • Gate count after technology mapping: 199
  • Number of enable flip-flop cells: 0
  • Yosys stat cell total: 199
  • Fraction of registers with async set/reset: 100.0%
  • Post-Synthesis Cell Area: 0.003159 mm^2
  • Synth top cells by count: buf_4, dfrtp_1, mux2_4
  • Synth Seq Share: 50.69%
  • Post-synth regs: 64
  • Yosys Chip Area: 0.003159 mm^2
  • Yosys warning count: 1
  • Ys flop type: dfrtp_1
  • Synth cell types: 6
  • Area leader, netlist: dfrtp_1
  • Synth top area cells: dfrtp_1, mux2_4, buf_4, buf_12, mux2_2
  • Area share, top type: 50.69%
  • Avg Inst Size Synth: 15.88 um^2

Placement
  • Dpl cells: 338
  • Final HPWL DP: 3560 um
  • Routability Congestion: 0.7273
  • PortBufs: 130
  • Place WS: 0.04910 ns

Power and ir drop
  • Total power: 0.005523 W
  • Power Dens Cells: 1363 mW/mm^2
  • Pleak: 2.011 nW
  • VDD IR max: 738.2 uV

Final timing
  • RSZ-0062 raised after global routing: true
  • Finish-stage setup viols: 0
  • Fin Hold WS: -0.1047 ns
  • Final slew viol count: 0
  • Crit share post-route: 95.66%
  • Worst-margin pin slew: 0.3371 ns
  • Tmin final: 1.052 ns
  • Final setup margin: 0.04772 ns
  • FMAX: 950.3 MHz
  • Final hold violations: 64
  • Max_slew headroom: 77.53%
  • Clock skew: 0 ns

CTS
  • Worst skew pair latency: 0.32 ns
  • Clock transition at the registers of the reported paths: 0.07 ns
  • Clk root buf: clkbuf_8
  • Clock Path Buffers: 2
  • Num CTS Buffers: 9
  • H-tree depth: 3
  • Clk sinks: 64
  • CTS tree: done

Setup path
  • Slowest-stage cell, CP: dfrtp_1
  • Critical Setup Path Class: register to output pin
  • CP Buf/Inv Count: 1
  • Top cell family by delay on the critical path: flip-flops
  • Startpoint types: register
  • WP data arrival: 0.83 ns
  • CP max stage delay: 0.39 ns
  • CP endpoint kind: output pin
  • CP cell instances: buf_2
  • Max FO, Critical Path: 2
  • Crit path DRT: 0.88 ns

Global routing
  • Initial antenna violation count: 0
  • Largest net degree at the start of global routing: 65
  • First-pass GRT wire length: 8314 um
  • Total track usage: 17.19%
  • Vias in the first global route: 1700
  • GRT overflow: 0

Detailed routing
  • Vias/cell: 4.424
  • # diodes: 0
  • DRT iter0 DRCs: 22
  • Wirelength per Cell: 14.03 um
  • Antenna-violating nets left: 0
  • Vias post-DR: 1659
  • DR pass1 iterations: 2
  • Final wirelength: 5260 um
  • Post-route DRC: 0

Status
  • Status: complete, but fails checks
  • Failing checks: negative hold slack

Finish
  • Layout cells sized above 1: 57.00%
  • P&R area growth vs syn: 28.28%
  • Max reg flops: 64
  • Final Instance Count excl. Fillers: 375
  • Regs by FF count: genblk1.mod1.Q: 64 flops
  • Most flop-heavy register: genblk1.mod1.Q

Die
  • Die H: 81.49 um
  • Core ar.: 0.005991 mm^2
  • FP Core Util: 52.74%
  • Chip area: 0.006641 mm^2
  • Cell Rows: 28
  • Die extent in x: 81.49 um
  • Io pins: 131

Flow run
  • Tool warning count: 29
  • Max Cap Violations: 0

Hold path
  • Min-delay worst type: input port to asynchronous set/reset pin
-- report_power, final --
part	switching, W	internal (W)	leakage [nW]	total, W
registers	0.000112	0.00259	0.748	0.00270
logic	0.000259	0.000812	1.17	0.00107
clock network	0.000830	0.000921	0.0882	0.00175
total	0.00120	0.00432	2.01	0.00552
-- metal layers --
layer	routed length [um]	GRT usage [%]	vias to the layer above
met2	2322	24.83	73
li1	-	-	794
met3	475	4.848	8
met1	2382	27.50	784
met4	79	3.036	0
met5	0	0	-
-- through the flow --
step	utilization, %	instance area (um^2)	TNS (ns)
2_1_floorplan	-	3159	0
3_3_place_gp	67.36	4035	0
3_5_place_dp	67.36	4035	0
4_1_cts	67.69	4055	0
5_1_grt	67.65	4053	-0.01115
6_report	67.65	4053	0
-- path summary, 6_finish.rpt --
kind | from | to | slack [ns] | cells after the start
setup / recovery | genblk1[4].mod1.Q$_DFFE_PN0P_ | Q[4] | 0.05 | 1
hold / removal | rst | genblk1[17].mod1.Q$_DFFE_PN0P_ | -0.10 | 2
setup reg to reg | genblk1[35].mod1.Q$_DFFE_PN0P_ | genblk1[35].mod1.Q$_DFFE_PN0P_ | 0.22 | 2
hold reg to reg | genblk1[55].mod1.Q$_DFFE_PN0P_ | genblk1[55].mod1.Q$_DFFE_PN0P_ | 0.50 | 1
max in group asynchronous | rst | genblk1[59].mod1.Q$_DFFE_PN0P_ | 0.92 | 2
min in group clk0 | Select | genblk1[53].mod1.Q$_DFFE_PN0P_ | 0.26 | 2
-- layout make-up --
| cell class | count | area, um^2 |
|---|---|---|
| fill | 449 | 1938 |
| tap | 75 | 93.84 |
| clock inverter | 3 | 17.52 |
| sequential | 64 | 1602 |
| timing repair buffer | 157 | 1239 |
| clock buffer | 12 | 155.1 |
| multi-input combinational | 64 | 945.9 |
-- logic make-up (layout without fill, tap and decap cells) --
group / count (synthesis) / count (layout) / share of synthesized area (%)
buffers and inverters: 71 / 172 / 19.37
flip-flops: 64 / 64 / 50.69
multiplexers: 64 / 64 / 29.94
-- placed cells by master (no fill, tap or decap) --
cell / Yosys / layout
clkbuf_8: 0 / 11
buf_12: 6 / 5
clkinvlp_4: 0 / 1
buf_2: 0 / 63
mux2_4: 60 / 60
dfrtp_1: 64 / 64
buf_4: 64 / 23
clkinv_2: 0 / 2
clkbuf_2: 0 / 2
mux2_2: 4 / 4
clkbuf_1: 0 / 1
clkdlybuf4s50_1: 0 / 64
-- repair_timing --
action	4_1_cts	5_1_grt
gates resized	190	2
setup buffers	21	1
endpoints found under the hold margin	64	64
endpoints found under the setup margin	64	4
No activity file was given, so power comes from the tool's default toggle rates.
